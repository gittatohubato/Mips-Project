===== flow/design.v =====
module adder (in1 , in2 , out );
input [31:0] in1,in2 ;
output reg [31:0] out ;
always @ (in1 or in2)
begin 
 out = in1 + in2 ;
end
endmodule
module And (in1 , in2 , out );
input  in1,in2 ;
output reg out ;
always @ (in1 or in2)
begin 
 out = in1 & in2 ;
end
endmodule 

===== flow/run.sh =====
#!/bin/bash
# OpenROAD 26Q1-2900-gdf79404cd8, Yosys 0.63+post, stock flow scripts
make -C /OpenROAD-flow-scripts/flow DESIGN_CONFIG=/design/flow/config.mk WORK_HOME=/design/flow/orfs finish

===== flow/config.mk =====
export PLATFORM = sky130hd
export DESIGN_NAME = adder
export DESIGN_NICKNAME = adder
export VERILOG_FILES = /design/flow/design.v
export SDC_FILE = /design/flow/constraint.sdc
export NUM_CORES = 4
export LEC_CHECK = 1
export CORE_AREA = 10 10 94 94
export DIE_AREA = 0 0 104 104

===== flow/constraint.sdc =====
current_design adder

set clk_period 14.5
set clk_io_pct 0.2

create_clock -name clk0 -period $clk_period

set non_clock_inputs [all_inputs -no_clocks]
set_input_delay [expr $clk_period * $clk_io_pct] -clock clk0 $non_clock_inputs
set_output_delay [expr $clk_period * $clk_io_pct] -clock clk0 [all_outputs]

==> results.json <==
{
  "status": "finished clean",
  "wl_mm": 5.88,
  "nClkBuffers": 0,
  "drt_iter0_markers": 115,
  "rsz0062_at_grt": "no",
  "num_antenna_cells": 0,
  "maxCapViolations": 0,
  "startpoint": "in1[0]",
  "yosysTopAreaCellShare_pct": 22.2,
  "portBuffers": 96,
  "grt_pass1_wl_mm": 9.70,
  "setup_viol": 0,
  "powerDensity_nw_per_um2": 48.0,
  "fp.dieW_um": 104,
  "syn_area_um2": 1740,
  "vias_per_cell": 4.91,
  "synth_cell_types": 50,
  "grt_overflow": 0,
  "critical_path_class": "input pin to primary output",
  "ctsResizeCount": 0,
  "tightest_slew_ns": 0.537,
  "place_hpwl_mm": 5.18,
  "fp.dieH_um": 104,
  "critPathLaunchType": "input pin",
  "required_ns": 11.60,
  "grt_start_max_net_pins": 11,
  "ctsHoldBuffers": 0,
  "layout-drive-gt1-share_pct": 3.07,
  "io_pins": 96,
  "stdcell_count": 422,
  "rows": 30,
  "clkPwrFrac_pct": 0,
  "die_area_um2": 10800,
  "vias": 2070,
  "hold_class": "input pin to primary output",
  "ff_count": 0,
  "fmax_mhz": 114,
  "crit_end": "out[26]",
  "grt_pass1_vias": 2044,
  "p_total_w": 0.000133,
  "dp_cells": 422,
  "drc_errors": 0,
  "end_kind": "primary output",
  "peakVddDrop_v": 0.0000225,
  "antenna_found_initial": 0,
  "critPathArrivalTime_ns": 5.88,
  "p_comb_share_pct": 100.0,
  "drv_slew": 0,
  "drtAntennaViolNets": 0,
  "p_leak_nw": 1.18,
  "tns_ns": 0,
  "regArea_um2": 0,
  "synthTopCellsByArea": "ha_1, a21oi_1, a21o_1, xor2_1, xnor2_1",
  "synthToLayoutAreaGrowth_pct": 59.5,
  "common_cells": "ha_1, a21oi_1, a21o_1",
  "grt_usage_pct": 10.2,
  "avgRoutedWirePerCell_um": 13.9,
  "path_max_fanout": 4,
  "syn_avg_cell_area_um2": 7.24,
  "synth.most_common_cell": "ha_1",
  "fp.coreArea_um2": 6830,
  "slew_headroom_pct": 63.3,
  "p_int_w": 0.0000803,
  "ys_cells": 241,
  "post_cts_buffers": 0,
  "gp_congestion": 0.819,
  "pwr-share-seq_pct": 0,
  "drt_first_pass_iters": 4,
  "tool_warnings": 32,
  "p_sw_w": 0.0000532,
  "ys_seq_share_pct": 0,
  "synth_top_cell_by_area": "ha_1",
  "yosysChipArea_um2": 1740,
  "initCoreUtil_pct": 25.5,
  "finalCritPeriodShare_pct": 60.5,
  "yosys_warnings": 1,
  "synthesis.instances": 241,
  "period_minus_slack_ns": 8.78,
  "hold_viol": 0,
  "switching_share_pct": 39.8
}
[cell families after synthesis]
family / share of synthesized area, %
compound gates: 39.3
xor+xnor: 14.1
fa+ha+maj: 23.4
buf+inv: 3.80
mux: 1.15
simple gates: 18.3
[critical path, stage by stage]
cell,delay (ns)
clkdlybuf4s50_1,0.40
ha_1,0.24
fa_1,0.40
a21o_1,0.22
a31o_2,0.27
nand3_1,0.09
o221ai_1,0.24
a311oi_1,0.34
o21bai_1,0.10
xor2_1,0.16
clkdlybuf4s50_1,0.49
[layer usage]
metal / global-route usage, % / wire length (um) / vias up
met5: 0 / 0 / -
met4: 0 / 0 / 0
met3: 1.94 / 304 / 0
met2: 16.6 / 2610 / 54
met1: 14.4 / 2970 / 929
li1: - / - / 1087
[cell type report]
cell class | count | area, um2
Multi-Input combinational cell | 224 | 1680
Inverter | 6 | 22.5
Tap cell | 96 | 120
Fill cell | 728 | 4050
Timing Repair Buffer | 96 | 961
[cells in the final DEF, fill, tap and decap left out, types with 4 or more instances in the layout]
master,instances
xor2_1,15
clkdlybuf4s50_1,96
nand2_1,18
o21bai_1,4
a21o_1,19
nor2_1,12
a21oi_1,29
o21ai_0,13
inv_1,6
nand4_1,8
nor3_1,4
xnor2_1,13
ha_1,31
nand3_1,10
[worst min path at each step]
stage                 endpoint  cells after the start  startpoint
after CTS               out[0]                      3      in2[0]
after global routing    out[0]                      3      in2[0]
final                   out[0]                      3      in2[0]
[power by group through the flow]
stage | Combinational, W | Sequential [W] | Clock (W)
CTS | 0.000135 | 0 | 0
global route | 0.000148 | 0 | 0
finish | 0.000133 | 0 | 0
[through the flow]
step                utilization [%]  hold WS (ns)  instance area (um2)  setup slack [ns]
floorplan                         -          5.87                 1740              6.87
global route                   40.7          6.85                 2780              5.52
global placement               40.7          6.83                 2780              5.78
CTS                            40.7          6.85                 2780              5.71
detailed placement             40.7          6.84                 2780              5.72
finish                         40.7          6.84                 2780              5.72
Power and IR drop assume default switching activity.
