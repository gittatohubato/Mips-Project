`./run.sh`:
```
#!/bin/bash
# OpenROAD 26Q1-2900-gdf79404cd8, Yosys 0.63+post, stock flow scripts
make -C /OpenROAD-flow-scripts/flow DESIGN_CONFIG=/design/flow/config.mk WORK_HOME=/design/flow/orfs finish
```
`./config.mk`:
```
export PLATFORM = sky130hd
export DESIGN_NAME = Mux3to1_31bit
export DESIGN_NICKNAME = Mux3to1_31bit
export VERILOG_FILES = /design/flow/design.v
export SDC_FILE = /design/flow/constraint.sdc
export NUM_CORES = 4
export LEC_CHECK = 1
export CORE_AREA = 10 10 76 76
export DIE_AREA = 0 0 86 86
```
`./constraint.sdc`:
```
current_design Mux3to1_31bit

set clk_period 1.0
set clk_io_pct 0.2

create_clock -name clk0 -period $clk_period

set non_clock_inputs [all_inputs -no_clocks]
set_input_delay [expr $clk_period * $clk_io_pct] -clock clk0 $non_clock_inputs
set_output_delay [expr $clk_period * $clk_io_pct] -clock clk0 [all_outputs]
```
`./design.v`:
```
module Mux2to1_ir (in1 , in2 , sel , out);
input [4:0]in1, in2 ;
input sel ;
output reg [4:0] out ;
always @ (in1 , in2 , sel)
case (sel)
0 : out <= in1;
1 : out <= in2;
endcase
endmodule
module Mux2to1_alu (in1 , in2 , sel , out);
input [31:0]in1, in2 ;
input  sel ;
output reg [31:0] out ;
always @ (in1 , in2 , sel)
case (sel)
0 : out <= in1;
1 : out <= in2;
endcase
endmodule
module Mux3to1_31bit (in1 , in2 , in3, in4 ,sel , out);
input [31:0]in1, in2,in3,in4 ;
input [1:0] sel ;
output reg [31:0] out ;
always @ (in1 , in2 , in3 , in4 , sel) 
case (sel)
2'b00 : out <= in1;
2'b01 : out <= in2;
2'b10 : out <= in3;
2'b11 : out <= in4;
endcase
endmodule
module Mux3to1_5bit (in1 , in2 ,in3, sel , out);
input [4:0]in1, in2, in3 ;
input [1:0] sel ;
output reg [4:0] out ;
always @ (in1 , in2 , in3 , sel)
case (sel)
2'b00 : out <= in1;
2'b01 : out <= in2;
2'b10 : out <= in3;
endcase
endmodule
```
==> results.txt <==
Sum of negative setup slack -> -9020 ps
Die width -> 86 um
Initial antenna violation count -> 1
Period minus WS final -> 1340 ps
Gr usage total -> 0.159
Seq cells -> 0
VDD IR max -> 0.000184 V
Cell type group with the largest total delay on the critical path -> buffers and inverters
Seq/Total Area, Yosys -> 0
Biggest area contributors in the synthesized netlist -> sky130_fd_sc_hd__mux4_2 83%, sky130_fd_sc_hd__buf_12 7.4%, sky130_fd_sc_hd__mux4_1 6.5%
Mean routed wirelength per cell -> 23.7 um
Register area -> 0 um^2
DR vias/cell -> 4.61
Count of filler cells inserted in the layout -> 407
Synthesized area per cell -> 20.9 um^2
Post-Place Cell Area -> 0.00247 mm^2
Top-level I/O count -> 162
Number of vias after detailed routing -> 1175
Stage delay of the slowest cell on the critical path -> 460 ps
Dpl hpwl -> 5290 um
Remaining number of nets flagged by the antenna check after routing -> 0
Maximum number of pins on one net before global-route repair -> 17
Category of the worst setup path capture point -> output pin
Crit Path Class -> input port to output pin
Netlist cell types -> 5
Final Wtd Congestion -> 0.885
Crit path launch -> sel[0]
Slew of the pin with the lowest slew margin -> 101 ps
Core area -> 0.00412 mm^2
Library cell contributing the largest single delay on the critical path -> sky130_fd_sc_hd__mux4_2
Slew margin rel. -> 0.933
Combined buffer and inverter count along the critical path -> 4
Die y size -> 86 um
Post-route worst setup slack -> -341 ps
PortBufs -> 162
Leakage power of the design -> 1.12 nW
Final number of hold-violating endpoints -> 0
Max-cap violations -> 0
Violations in the final reports -> setup timing
Total Routed Length -> 6060 um
Cell count listed in synth_stat.txt -> 39
Post-Syn Instances -> 39
Post-Layout Inst Area -> 0.00232 mm^2
Most common library cell in the layout ignoring fill and taps -> sky130_fd_sc_hd__dlygate4sd2_1
Nature of the critical path startpoint -> input port
Layout cell share with drive strength beyond 1 -> 0.373
Final number of setup-violating endpoints -> 32
Status -> finished with violations
Maximum fanout encountered on the critical timing path -> 7
Hold Path Class -> input port to output pin
RSZ-0062 raised after global routing -> true
Netlist Area Pre-Place -> 815 um^2
Hold-fix buffers at CTS -> 0
Dominant logic cell types in the final layout -> 124 x sky130_fd_sc_hd__dlygate4sd2_1, 32 x sky130_fd_sc_hd__mux4_2, 32 x sky130_fd_sc_hd__buf_2, 5 x sky130_fd_sc_hd__buf_12, 4 x sky130_fd_sc_hd__clkdlybuf4s15_1
YS warnings -> 1
Post-route fraction of the period consumed by the critical path -> 1.34
Violation count after the first detailed-route iteration -> 24
Hold Path Origin -> in4[29]
Chain of cells forming the critical path -> buf_12 -> buf_16 -> buf_6 -> mux4_2 -> buf_2
Tool warnings -> 36
Number of clock buffers in the layout -> 0
Fmax -> 0.746 GHz
Total overflow reported by the global router -> 0
Synthesis-to-layout area growth -> 184%
Area of the die -> 0.00740 mm^2
Top-area cell type share of the netlist area -> 0.829
Starting density of the core -> 0.198
Final Max Tran Viols -> 0
DRT Pass-1 Iters -> 3
Worst Path Arrival -> 1140 ps
Leading area contributor after synthesis -> sky130_fd_sc_hd__mux4_2
Remaining design rule violation count -> 0
Via count of the first global-routing pass -> 1379
Wire length of the first global-routing pass -> 8780 um
Critical path data required time -> 800 ps
Site Rows -> 23
Cell area power density -> 366 mW/mm^2
Fin Hold WS -> 869 ps
Area figure in the yosys stat output -> 815 um^2
-- final timing paths --
path | to | slack, ps | cells past startpoint
setup / recovery | out[30] | -340 | 5
hold / removal | out[29] | 870 | 3
-- synthesized netlist by cell type --
cell type                count
sky130_fd_sc_hd__buf_12      3
sky130_fd_sc_hd__buf_2       3
sky130_fd_sc_hd__mux4_1      2
sky130_fd_sc_hd__buf_6       1
sky130_fd_sc_hd__mux4_2     30
-- metal layers --
layer / vias up / routed length, um / GRT usage
met1: 550 / 2020 / 0.180
met4: 0 / 0 / 0
met2: 82 / 3270 / 0.284
met3: 0 / 767 / 0.0763
met5: - / 0 / 0
li1: 543 / - / -
-- cells by family (layout without fill, tap and decap cells) --
family	Yosys count	after routing	synth area share
other	0	1	0
buffers and inverters	7	172	0.106
muxes	32	32	0.894
-- what timing repair did --
| item | 4_1_cts | 5_1_grt |
|---|---|---|
| pin swaps | 0 | 0 |
| gates resized | 249 | 0 |
| cloned | 4 | 0 |
| endpoints found under the setup margin | 32 | 32 |
| buffers inserted | 2 | 0 |
-- worst min-delay path, stage by stage --
cell                              delay [ps]
sky130_fd_sc_hd__clkdlybuf4s15_1         160
sky130_fd_sc_hd__mux4_2                  210
sky130_fd_sc_hd__buf_2                   100
-- metrics by stage --
stage | cells | total power (W) | worst slack [ps] | utilization
finish | 255 | 0.000848 | -341 | 0.563
global route | 255 | 0.000917 | -391 | 0.563
detailed placement | 248 | 0.00108 | -907 | 0.601
floorplan | 39 | 0.000287 | -91.6 | -
CTS | 254 | 0.000867 | -349 | 0.562
global placement | 248 | 0.00108 | -902 | 0.601
-- final cells by class --
type / instances / area, um^2 / area share
multi-input combinational: 32 / 721 / 0.311
tap: 50 / 62.6 / 0.0270
timing repair buffer: 172 / 1530 / 0.661
antenna: 1 / 2.50 / 0.00108
-- power breakdown --
part,switching (W),internal [W]
registers,0,0
clock network,0,0.000000000134
logic,0.000215,0.000633
total,0.000215,0.000633
Power is estimated from default activity; no workload was simulated.
